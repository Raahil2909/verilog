===== flow/config.mk =====
export PLATFORM = sky130hd
export DESIGN_NAME = carrry_look_ahead
export DESIGN_NICKNAME = carrry_look_ahead
export VERILOG_FILES = /design/flow/design.v
export SDC_FILE = /design/flow/constraint.sdc
export NUM_CORES = 4
export LEC_CHECK = 1
export CORE_AREA = 10 10 70 70
export DIE_AREA = 0 0 80 80

===== flow/design.v =====
`timescale 1ns / 1ps
module carrry_look_ahead(
    input [3:0] a,
    input [3:0] b,
    input c,
    output [3:0] s,
    output cout
    );
wire p0,p1,p2,p3,g0,g1,g2,g3,c1,c2,c3,c4;
assign #2 p0=(a[0]^b[0]),
       p1=(a[1]^b[1]),
       p2=(a[2]^b[2]),
       p3=(a[3]^b[3]);
assign #2 g0=(a[0]&b[0]),
       g1=(a[1]&b[1]),
       g2=(a[2]&b[2]),
       g3=(a[3]&b[3]);
assign #2 c0=c,
       c1=g0|(p0&c),
       c2=g1|(p1&g0)|(p1&p0&c),
       c3=g2|(p2&g1)|(p2&p1&g0)|(p1&p1&p0&c),
       c4=g3|(p3&g2)|(p3&p2&g1)|(p3&p2&p1&g0)|(p3&p2&p1&p0&c);
assign #2 s[0]=p0^c0,
       s[1]=p1^c1,
       s[2]=p2^c2,
       s[3]=p3^c3;
assign cout=c4;
endmodule

===== flow/run.sh =====
#!/bin/bash
# OpenROAD 26Q1-2900-gdf79404cd8, Yosys 0.63+post, stock flow scripts
make -C /OpenROAD-flow-scripts/flow DESIGN_CONFIG=/design/flow/config.mk WORK_HOME=/design/flow/orfs finish

===== flow/constraint.sdc =====
current_design carrry_look_ahead

set clk_period 1.7
set clk_io_pct 0.2

create_clock -name clk0 -period $clk_period

set non_clock_inputs [all_inputs -no_clocks]
set_input_delay [expr $clk_period * $clk_io_pct] -clock clk0 $non_clock_inputs
set_output_delay [expr $clk_period * $clk_io_pct] -clock clk0 [all_outputs]

==> metrics.cfg <==
[timing]
rsz0062_at_grt=true
fin_hold_ws_ps=1136
setup_viol=2
drv_slew=0
finalClockPeriodUsage=1.039
worst_pin_slew_ps=224.8
hold_viol=0
clock.fmax_mhz=566.3
fin_tns_setup_ps=-66.53
setup_ws_ps=-65.71
max_slew_margin=0.8501
min_period_ps=1766

[yosys]
top_logic_kind=adder cells
simple_gate_share=0
yosys.area_share.xor_xnor=0.1382
syn_area_sq_um=190.2
yosys_warnings=1
yosysCellCount=22
synth_cell_types=10
ys_sh_aoi=0.3289
syn_inst=22
mux_area_frac=0
yosys.area_share.adder=0.4342
syn_area_per_cell_sq_um=8.645
yosys-stat-area_sq_um=190.2
synth_seq_share=0

[global_route]
grt_pass1_vias=249
antenna_found_initial=0
grt_max_degree=5
overflow=0
grt_usage=0.02244
grt_pass1_wl_microns=1179

[routing]
vias=247
antenna_cells=0
drt_iter0_drc=0
ant_nets=0
wl_microns=754
firstDrtPassIters=1
wire_per_inst_microns=8.472
drc=0
vias_per_cell=2.775

[worst_hold_path]
min_path_type=in -> out
hold-path-cell-count=5
holdPathEnd=s[3]
worst_hold_startpoint=b[2]

[status]
outcome=complete, but fails checks
violations=setup timing

[die]
rows=21
die_x_microns=80
die_h_microns=80
io_pins=14
initial_core_util=0.05568
die_area_sq_um=6400
design.core.area_sq_um=3416

[placement]
io_buffers=14
pre_cts_ws_ps=-891.8
place_inst=86
place_area_sq_um=417.9
dp_hpwl_microns=628.7
gp_congestion=0.7118

[cts]
ctsHoldBuffers=0

[layout]
area_growth_pct=165.8
clkbuf_count=0
drive_gt1_frac=0.6744
final_util=0.1480
area.sequential_sq_um=0
final_cells=89
flops=0
fin_area_sq_um=505.5

[power]
p_total_mw=0.1598
ir_worst_vdd_v=0.00009703
p_leak_nw=0.2155
p_per_area_nw_per_um2=316.2

[worst_setup_path]
required_ps=1360
worstSetupPathType=in -> out
critPathArrivalTime_ps=1430
critPathCaptureType=output port
crit_path_max_fanout=2
cp-start-kind=primary input

[run]
maxCapViolations=0
warning_count=35

-- power breakdown --
group	internal (mW)	switching [mW]	leakage (nW)	total (mW)
Sequential	0	0	0	0
Clock	0	0	0	0
Combinational	0.102	0.0582	0.216	0.160
-- cell usage after synthesis --
cell	number	share of area
a21o_1	2	0.079
a22o_1	1	0.046
ha_1	5	0.33
fa_1	1	0.11
xnor2_1	3	0.14
o21ai_0	1	0.026
inv_1	5	0.099
a221oi_2	1	0.079
a21oi_1	2	0.053
a41oi_1	1	0.046
-- worst max path at each step --
stage           to  from  slack, ps
CTS           s[3]  b[2]       -110
global route  s[3]  a[2]       -140
finish        s[3]  a[2]        -70
-- area by class of cell --
class	count	area, sq um
well taps	46	57.56
repair buffers	21	187.7
fillers	387	2910
inverters	5	18.77
multi-input cells	17	241.5
-- logic make-up (layout without fill, tap and decap cells) --
kind of cell | Yosys count | after routing
buffers and inverters | 5 | 26
AND-OR/OR-AND | 8 | 8
XOR/XNOR | 3 | 3
adder cells (fa/ha/maj) | 6 | 6
-- placed cells by master (no fill, tap or decap) --
master           n
clkdlybuf4s50_1  1
buf_2            3
clkdlybuf4s15_2  1
a21o_1           2
ha_1             1
xnor2_1          3
a41oi_2          1
inv_2            3
fa_1             1
buf_4            4
a21oi_2          2
clkbuf_2         1
a22o_1           1
ha_2             1
buf_6            8
inv_1            2
dlygate4sd2_1    3
o21ai_2          1
a221oi_4         1
ha_4             3
-- timing repair --
item	CTS	global route
buffers inserted	2	1
resized	59	2
pin swaps	10	7
gates cloned	0	0
setup endpoints to repair	5	4
-- worst max-delay path, cell delays in order --
cell and delay, ps:
buf_6 100, ha_4 230, buf_6 110, buf_6 110
a221oi_4 270, xnor2_1 150, buf_2 120
-- layer usage --
metal | up-vias | track usage | share of wire
li1 | 122 | - | -
met1 | 112 | 0.03313 | 0.53
met2 | 13 | 0.02809 | 0.32
met3 | 0 | 0.01364 | 0.15
met4 | 0 | 0 | 0
met5 | - | 0 | 0
No activity file was given, so power comes from the tool's default toggle rates.
