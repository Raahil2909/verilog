==> /design/flow/design.v <==
`timescale 1ns / 1ps
module alu(
    input [3:0] a,
    input [3:0] b,
    input cin,
    input [2:0] sel,
    output [3:0] x,
    output cout
    );
reg [3:0]x;
reg cout;
always @*
begin
x = 4'b0000; cout = 1'b0;
case (sel)
	3'b000 : begin
		{cout,x} = a+b+cin;  
		cout = cout|(a==4'b1111 && b==4'b1111 && cin==1'b1)?1:0;
	end
	3'b001 : begin
		x = a-b-cin; 
		cout = ((b==4'b1111 && cin==1'b1)||(a<b+cin))?1:0;
	end
	3'b010 : begin
		x = a|b|cin;    
	end             
	3'b011 : begin 
		x = a&b;   
	end             
	3'b100 : begin 
		x = {x[2:0],0}; 
	end                  
	3'b101 : begin 
		x = {0,x[3:1]}; 
	end                  
	3'b110 : begin 
		x = {x[2:0],x[3]}; 
	end           
	3'b111 : begin 
		x = {x[0],x[3:1]}; 
	end        
endcase
end
endmodule
==> /design/flow/run.sh <==
#!/bin/bash
# OpenROAD 26Q1-2900-gdf79404cd8, Yosys 0.63+post, stock flow scripts
make -C /OpenROAD-flow-scripts/flow DESIGN_CONFIG=/design/flow/config.mk WORK_HOME=/design/flow/orfs finish
==> /design/flow/config.mk <==
export PLATFORM = sky130hd
export DESIGN_NAME = alu
export DESIGN_NICKNAME = alu
export VERILOG_FILES = /design/flow/design.v
export SDC_FILE = /design/flow/constraint.sdc
export NUM_CORES = 4
export LEC_CHECK = 1
export CORE_AREA = 10 10 70 70
export DIE_AREA = 0 0 80 80
==> /design/flow/constraint.sdc <==
current_design alu

set clk_period 3.7
set clk_io_pct 0.2

create_clock -name clk0 -period $clk_period

set non_clock_inputs [all_inputs -no_clocks]
set_input_delay [expr $clk_period * $clk_io_pct] -clock clk0 $non_clock_inputs
set_output_delay [expr $clk_period * $clk_io_pct] -clock clk0 [all_outputs]
==> summary.log <==
qor: global_routing.first_pass_grt_wire_length 3310 µm
qor: final_timing.rsz0062_at_grt no
qor: logic_synthesis.synth.yosys.num_cells 90
qor: route.top_signal_layer_used met3
qor: route.routed-via-count 727
qor: logic_synthesis.synth_area 693 µm²
qor: final_timing.hold_viol 0
qor: final_timing.setup_viol_count_final 0
qor: final_layout.seq_area 0 µm²
qor: final_layout.area_growth_from_synthesis_to_layout 52.7%
qor: run.max_cap_violations 0
qor: global_routing.grt_util_all_layers 5.96%
qor: route.drc 0
qor: final_layout.post_layout_nonfiller_instances 168
qor: final_layout.logic_area 638 µm²
qor: floorplanning.io_pins 17
qor: worst_setup_path.cp.arrival 2730 ps
qor: worst_setup_path.cp_max_fo 3
qor: logic_synthesis.avgSynthCellArea 7.70 µm²
qor: final_timing.timing_max_transition_violations_final 0
qor: route.ant_nets 0
qor: min_path.worst_hold_startpoint cin
qor: route.met3_wirelength 110 µm
qor: logic_synthesis.post_synth_num_cell_types 27
qor: final_timing.timing.slew.headroom 66.7%
qor: route.route.met2.wl 841 µm
qor: route.detail_route.wirelength.met1 890 µm
qor: final_timing.period_minus_slack 3470 ps
qor: worst_setup_path.critPathCaptureType output port
qor: route.drtIter0Drc 23
qor: min_path.worst_hold_path_type in2out
qor: route.num_antenna_cells 0
qor: logic_synthesis.synth-area-yosys 693 µm²
qor: final_timing.finalSetupTns 0 ps
qor: route.viasPerCell 4.33
qor: clock_tree.post_cts_hold_buffer_count 0
qor: pwr.leak_pwr 0.534 nW
qor: worst_setup_path.critical_path_required 2960 ps
qor: floorplanning.chipArea 0.00640 mm²
qor: global_routing.grt_antenna_before_repair 0
qor: route.wirelength 1840 µm
qor: run_status.run_status finished clean
qor: logic_synthesis.ys_seq_share 0%
qor: global_routing.grt_remaining_overflow 0
qor: final_layout.stdcell_area 0.00106 mm²
qor: logic_synthesis.syn_warnings 1
qor: route.wire_per_inst 11.0 µm
qor: final_layout.layout_cell_share_with_drive_strength_beyond_1 28.7%
qor: final_layout.layout.clock_buffers 0
qor: floorplanning.floorplan.rows 21
qor: floorplanning.fp-utilization 20.3%
qor: pwr.power-per-cell-area 115 mW/mm²
qor: pwr.ir_worst_vdd 0.0393 mV
qor: global_routing.grt_pass1_vias 750
qor: final_timing.post_route_fraction_of_the_period_consumed_by_the_critical_path 93.7%
qor: placement.setup_slack_at_placement -494 ps
qor: placement.dpl_cell_area 0.00103 mm²
qor: floorplanning.dieWidth 80 µm
qor: placement.port_buffers 17
qor: floorplanning.die_height 80 µm
qor: worst_setup_path.path_class in2out
qor: run.log.warning_count 43
qor: worst_setup_path.worstSetupStartpointType input pin
qor: global_routing.maximum_number_of_pins_on_one_net_before_global_route_repair 10
qor: route.drt_pre_antenna_iters 4
qor: placement.dp.cells 167
qor: placement.place_hpwl 1610 µm
qor: floorplanning.placeableCoreArea 0.00342 mm²
qor: final_timing.clock.fmax 288 MHz
qor: final_layout.flop-count 0
qor: final_timing.slack_of_the_critical_path 232 ps
qor: final_timing.tightest_slew 487 ps
qor: placement.finalWeightedCongestion 0.850
qor: worst_setup_path.startpoint b[0]
qor: final_layout.fillerInstances 365
qor: logic_synthesis.post_syn_instances 90
through the flow:
| stage | hold WS, ps | power (mW) | util, % |
|---|---|---|---|
| after floorplan | 1490 | 0.0620 | - |
| after global placement | 2610 | 0.116 | 30.3 |
| after detailed placement | 2610 | 0.119 | 30.3 |
| after CTS | 2320 | 0.121 | 30.4 |
| after global routing | 2320 | 0.140 | 31.0 |
| final | 2260 | 0.121 | 31.0 |
per-layer routing:
metal / track usage, % / vias up
met5: 0 / -
met4: 0 / 0
met3: 1.25 / 0
met2: 9.55 / 15
met1: 8.49 / 339
li1: - / 373
where the power goes:
| part | switching [mW] | internal, mW |
|---|---|---|
| registers | 0 | 0 |
| logic | 0.0567 | 0.0648 |
| clock network | 0 | 0 |
| total | 0.0567 | 0.0648 |
cells by family after synthesis:
group / Yosys count / share of synthesized area (%)
AND-OR/OR-AND: 22 / 22.2
buffers and inverters: 21 / 11.7
XOR/XNOR: 4 / 5.06
adder cells (fa/ha/maj): 23 / 45.8
AND/OR/NAND/NOR: 20 / 15.2
worst max-delay path, cell delays in order:
cell           delay (ps)
dlygate4sd2_1         240
inv_2                  60
fa_2                  550
inv_1                  50
ha_1                  180
o21ai_2               150
a211o_1               150
o311ai_2              110
xor2_1                170
a211oi_1              210
buf_2                 130
synthesized netlist by cell type (all sizes together):
cell type  instances  share of area (%)
clkbuf             1               0.54
o221ai             2                2.5
nand2              4                2.2
o311ai             1                1.3
nand3              1               0.72
fa                 4                 12
a21o               1                1.1
a211o              1                1.3
or4                1                1.6
a211oi             4                4.3
a21oi              4                2.9
buf                2                1.4
ha                19                 34
nor2               8                4.3
nor2b              2                1.8
inv               18                9.7
o21a               2                2.2
nor4               1                1.8
or3                1               0.90
o21ai              4                2.9
nand4              2                1.8
xor2               1                1.3
xnor2              3                3.8
a221oi             2                2.5
a2111oi            1                1.3
layout make-up:
cell class | count | share of cell area [%]
Inverter | 18 | 6.38
Multi-Input combinational cell | 69 | 60.3
Tap cell | 46 | 5.44
Timing Repair Buffer | 35 | 27.9
final timing paths:
kind / to / slack, ps / depth (start not counted)
max: x[3] / 230 / 11
min: cout / 2260 / 8
placed cells by master, fill, tap and decap left out, types with 4 or more instances in the layout:
cell type / synthesis / layout
nand2_1: 4 / 4
buf_4: 0 / 18
inv_2: 4 / 7
nor2_1: 8 / 8
inv_1: 14 / 11
a21oi_1: 4 / 4
clkdlybuf4s50_1: 0 / 9
ha_1: 19 / 19
dlygate4sd2_1: 0 / 4
timing repair:
action                                  4_1_cts  5_1_grt
resized                                      18        4
setup buffers                                 0        1
pin swaps                                     5        5
endpoints found under the setup margin        5        4
hold endpoints to repair                      0        0
Power figures rest on the tool's default switching activity, not on a simulated workload.
